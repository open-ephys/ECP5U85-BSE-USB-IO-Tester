## design/flow/design.v

```verilog
module pintest 
(
	input wire			CLK100_P,
	output wire[8:0]	D2IO_n,
	output wire[8:0]	D2IO_p,
	output wire[4:0]	D2I_n,
	output wire[4:0]	D2I_p,
	output wire[5:0]	D3IO_n,
	input wire			TestClock,
	output wire			D3IO_n7,  
	output wire[7:0]	D3IO_p,
	output wire[7:0]	D3I_n,
	output wire[7:0]	D3I_p,
	output wire[7:0]	D6IO_n,
	output wire[7:0]	D6IO_p,
	output wire[7:0]	D6I_n,
	output wire[7:0]	D6I_p,
	output wire[3:0]	LED,
	output wire[7:0]	S0,
	output wire[11:0]	S1,
	output wire[6:0]	S8,
	output wire[0:0]	S6
);
localparam PINCOUNT = 128;
localparam PINMAX = PINCOUNT - 1;
reg [PINMAX:0] shiftreg;
reg [PINMAX:0] shiftreg_r;
wire clk;
reg [5:0] porcount = 6'b0;
wire por_reset;
wire reset;
reg last_testclk;
reg [2:0] sync_testclk = 'b0;
always @(posedge CLK100_P)
begin
	if (~&porcount)
	begin
		porcount <= porcount + 1'b1;
	end
end
assign por_reset = ~&porcount;
assign clk = CLK100_P;
reg[27:0] resetcount;
always @(posedge clk or posedge por_reset)
begin
	if (por_reset) begin
		resetcount <= 'b0;
		sync_testclk <= 'b0;
		shiftreg <= 'b0;
	end else begin
		shiftreg <= shiftreg_r;
		sync_testclk <= {TestClock, sync_testclk[2:1]};
		if (sync_testclk[0] == 1'b1 ) begin
			resetcount <= 'b0;
		end else begin
			if (~&resetcount) begin
				resetcount <= resetcount + 1'b1;
			end 
		end
	end
end
assign reset = por_reset | &resetcount;
reg[26:0] ledCount;
always @(posedge clk)
begin
	ledCount <= ledCount + 1'b1;
end
reg flip;
assign LED[0] = por_reset;
assign LED[1] = ledCount[26];
assign LED[2] = ~reset;
assign LED[3] = flip;
always @(posedge clk or posedge reset)
begin
	if (reset) begin
		shiftreg_r[PINMAX:1] <= {PINMAX{1'b0}};
		shiftreg_r[0] <= 1'b1;
		flip <= 1'b0;
	end else begin
		last_testclk <= sync_testclk[0];
		if (sync_testclk[0] == 1'b1 && last_testclk == 1'b0) begin
			shiftreg_r <={shiftreg_r[PINMAX-1:0], shiftreg_r[PINMAX]};
			flip <= ~flip;
		end
	end
end
assign S0[5]    = shiftreg[0];  
assign S1[3]    = shiftreg[1];  
assign S8[6]    = shiftreg[2];  
assign D6I_n[0]    = shiftreg[3];  
assign S1[4]    = shiftreg[4];  
assign S8[4]    = shiftreg[5];  
assign S6[0]    = shiftreg[6];  
assign D6I_p[3]    = shiftreg[7];  
assign D6I_p[2]    = shiftreg[8];  
assign D6I_p[5]    = shiftreg[9];  
assign D6I_p[0]    = shiftreg[10];  
assign D6I_n[3]    = shiftreg[11];  
assign D6I_n[5]    = shiftreg[12];  
assign D6I_n[2]    = shiftreg[13];  
assign D6I_n[1]    = shiftreg[14];  
assign D6I_p[1]    = shiftreg[15];  
assign S8[3]    = shiftreg[16];  
assign S1[5]    = shiftreg[17];  
assign S1[9]    = shiftreg[18];  
assign S1[0]    = shiftreg[19];  
assign S1[11]    = shiftreg[20];  
assign S8[5]    = shiftreg[21];  
assign S8[1]    = shiftreg[22];  
assign S0[7]    = shiftreg[24];  
assign S0[2]    = shiftreg[25];  
assign S0[0]    = shiftreg[26];  
assign S1[7]    = shiftreg[27];  
assign S0[1]    = shiftreg[28];  
assign S0[4]    = shiftreg[29];  
assign S0[6]    = shiftreg[30];  
assign S0[3]    = shiftreg[31];  
assign D6IO_n[6]    = shiftreg[32];  
assign D6IO_p[7]    = shiftreg[33];  
assign D6IO_n[7]    = shiftreg[34];  
assign D6I_n[6]    = shiftreg[35];  
assign D6I_p[6]    = shiftreg[36];  
assign D6I_p[7]    = shiftreg[37];  
assign D6I_p[4]    = shiftreg[38];  
assign D6I_n[7]    = shiftreg[39];  
assign S1[1]    = shiftreg[40];  
assign S1[2]    = shiftreg[41];  
assign D6I_n[4]    = shiftreg[42];  
assign S1[8]    = shiftreg[43];  
assign S8[0]    = shiftreg[44];  
assign S1[6]    = shiftreg[45];  
assign S1[10]    = shiftreg[46];  
assign S8[2]    = shiftreg[47];  
assign D6IO_n[3]    = shiftreg[50];  
assign D6IO_p[3]    = shiftreg[51];  
assign D6IO_p[0]    = shiftreg[52];  
assign D6IO_n[0]    = shiftreg[53];  
assign D6IO_p[1]    = shiftreg[54];  
assign D6IO_n[1]    = shiftreg[55];  
assign D6IO_p[4]    = shiftreg[56];  
assign D6IO_n[5]    = shiftreg[57];  
assign D6IO_p[5]    = shiftreg[58];  
assign D6IO_n[4]    = shiftreg[60];  
assign D6IO_p[2]    = shiftreg[61];  
assign D6IO_n[2]    = shiftreg[62];  
assign D6IO_p[6]    = shiftreg[63];  
assign D3IO_n[0]    = shiftreg[64];  
assign D3IO_p[0]    = shiftreg[65];  
assign D3I_n[3]    = shiftreg[66];  
assign D3I_p[3]    = shiftreg[67];  
assign D3I_n[4]    = shiftreg[68];  
assign D3I_p[4]    = shiftreg[69];  
assign D2IO_p[7]    = shiftreg[70];  
assign D2IO_n[7]    = shiftreg[71];  
assign D2IO_n[6]    = shiftreg[72];  
assign D2IO_p[6]    = shiftreg[73];  
assign D2IO_n[4]    = shiftreg[74];  
assign D2IO_p[4]    = shiftreg[75];  
assign D2I_n[1]    = shiftreg[76];  
assign D2I_p[1]    = shiftreg[77];  
assign D2I_n[0]    = shiftreg[78];  
assign D2I_p[0]    = shiftreg[79];  
assign D3IO_p[6]    = shiftreg[80];  
assign D3IO_n7    = shiftreg[81];  
assign D3IO_n[2]    = shiftreg[82];  
assign D3IO_p[2]    = shiftreg[83];  
assign D2IO_n[8]    = shiftreg[84];  
assign D2IO_p[8]    = shiftreg[85];  
assign D2IO_n[1]    = shiftreg[86];  
assign D2IO_n[2]    = shiftreg[87];  
assign D2IO_p[2]    = shiftreg[88];  
assign D2IO_n[0]    = shiftreg[89];  
assign D2IO_p[1]    = shiftreg[90];  
assign D3IO_n[4]    = shiftreg[91];  
assign D2IO_p[0]    = shiftreg[92];  
assign D3IO_p[4]    = shiftreg[93];  
assign D3IO_p[5]    = shiftreg[98];  
assign D3IO_n[5]    = shiftreg[99];  
assign D2IO_p[3]    = shiftreg[100];  
assign D2IO_n[3]    = shiftreg[101];  
assign D2IO_p[5]    = shiftreg[102];  
assign D3IO_p[1]    = shiftreg[104];  
assign D2IO_n[5]    = shiftreg[105];  
assign D3IO_n[1]    = shiftreg[106];  
assign D3IO_p[3]    = shiftreg[107];  
assign D3I_p[7]    = shiftreg[108];  
assign D3IO_p[7]    = shiftreg[109];  
assign D3IO_n[3]    = shiftreg[110];  
assign D3I_n[7]    = shiftreg[111];  
assign D2I_p[2]    = shiftreg[112];  
assign D2I_p[3]    = shiftreg[113];  
assign D3I_p[1]    = shiftreg[114];  
assign D2I_p[4]    = shiftreg[115];  
assign D2I_n[2]    = shiftreg[116];  
assign D2I_n[3]    = shiftreg[117];  
assign D3I_n[1]    = shiftreg[118];  
assign D2I_n[4]    = shiftreg[119];  
assign D3I_p[0]    = shiftreg[120];  
assign D3I_p[2]    = shiftreg[121];  
assign D3I_p[5]    = shiftreg[122];  
assign D3I_p[6]    = shiftreg[123];  
assign D3I_n[6]    = shiftreg[124];  
assign D3I_n[5]    = shiftreg[125];  
assign D3I_n[2]    = shiftreg[126];  
assign D3I_n[0]    = shiftreg[127];  
endmodule
```

## design/flow/run.sh

```bash
#!/bin/bash
# OpenROAD 26Q1-2900-gdf79404cd8, Yosys 0.63+post, stock flow scripts
make -C /OpenROAD-flow-scripts/flow DESIGN_CONFIG=/design/flow/config.mk WORK_HOME=/design/flow/orfs finish
```

## design/flow/config.mk

```make
export PLATFORM = sky130hd
export DESIGN_NAME = pintest
export DESIGN_NICKNAME = pintest
export VERILOG_FILES = /design/flow/design.v
export SDC_FILE = /design/flow/constraint.sdc
export NUM_CORES = 4
export LEC_CHECK = 1
export CORE_UTILIZATION = 50
```

## design/flow/constraint.sdc

```tcl
current_design pintest

set clk_period 16.6
set clk_io_pct 0.2

create_clock -name clk0 -period $clk_period [get_ports {CLK100_P}]

set non_clock_inputs [all_inputs -no_clocks]
set_input_delay [expr $clk_period * $clk_io_pct] -clock clk0 $non_clock_inputs
set_output_delay [expr $clk_period * $clk_io_pct] -clock clk0 [all_outputs]
```

==> out/metrics.cfg <==
[timing]
clock.fmax_ghz = 0.1688
maxSlewViolCount = 0
setup-violations-final = 0
timing.clock.skew_ns = 0.007552
post_route_worst_hold_slack_ns = 0.3601
rsz_0062_raised_after_global_routing = no
tightest_slew_ns = 0.7706
setup_total_negative_slack_ns = 0
endpoints_failing_hold = 0
timing.slew.headroom_pct = 48.62
min_period_over_period_pct = 35.68
period_needed_ns = 5.923

[hold_path]
min-delay-path-class = flip-flop to flip-flop
hold_start = sync_testclk[1]

[detailed_routing]
antenna-diode-count = 0
avgViaCountPerCell = 5.083
routed-via-count = 5785
dr.first_iter.drc_count = 180
detail_route.first_pass.iterations = 4
drtAntennaViolNets = 0
detail_route.drc_violations = 0
wl_per_cell_um = 15.62
routed_wl_mm = 17.78

[logic_synthesis]
synthAdderAreaFrac_pct = 0.3432
simple_gate_area_share_pct = 7.117
most_popular_library_cell_in_the_synthesized_design_by_count = sky130_fd_sc_hd__dfrtp_1
multiplexer_share_of_the_synthesized_area_pct = 15.17
ys_seq_share_pct = 70.72
logic_family = multiplexers
yosysWarningCount = 1
asyncSetResetFlopFracSynth_pct = 89.14
edf_count = 7
ys_top_cells_by_count = sky130_fd_sc_hd__dfrtp_1 (278), sky130_fd_sc_hd__mux2_2 (139), sky130_fd_sc_hd__dfxtp_1 (27)
ys_seq_elements = 313
postSynthCellCount = 709
synth_top_cell_by_area = sky130_fd_sc_hd__dfrtp_1
netlist_top_cells_area = sky130_fd_sc_hd__dfrtp_1 (64%), sky130_fd_sc_hd__mux2_2 (14%), sky130_fd_sc_hd__dfxtp_1 (4.9%)
xor_share_synth_pct = 2.403
dominantRegCellSynth = sky130_fd_sc_hd__dfrtp_1
syn-cell-area_um2 = 10940
count_of_distinct_cell_types_in_the_synthesized_netlist = 44
synthAoiAreaFrac_pct = 2.334
top_area_share_pct = 63.62
synthesis.area_per_instance_um2 = 15.42
yosysChipArea_um2 = 10940
synth-cells-yosys = 709

[global_route]
globalRoute.totalOverflow = 0
grt.busiest_layer = met1
grt_use_met3_pct = 5.342
grt_use_total_pct = 17.67
grt.met2_usage_pct = 25.51
grt_max_degree = 131
gr_util_met1_pct = 29.12
antenna_found_initial = 0
first_global_vias = 5903
grt_first_pass_wirelength_mm = 29.83

[layout]
layout-drive-gt1-share_pct = 23.17
final_core_util_pct = 63.10
nFillCells = 1513
signed_area_change_from_the_synthesized_netlist_to_the_final_layout_pct = 22.44

[critical_path]
timing.critical_path.from_type = flip-flop
crit_path_max_fanout = 10
regToRegStartpoint = sync_testclk[0]
category_of_the_worst_setup_path_capture_point = primary output
cp_cell_sequence = ha_1 -> and3_1 -> nand3_1 -> a21oi_1 -> clkdlybuf4s50_1
path_delay_family = simple AND/OR/NAND/NOR gates
max_stage_delay_ns = 0.50
worstPathBufferInverterCount = 1
critical_path_arrival_ns = 2.60
critical_path_required_ns = 13.28
crit_path_start = porcount[0]
cp_slowest_cell = sky130_fd_sc_hd__clkdlybuf4s50_1
worstSetupPathType = flip-flop to primary output

[job]
log.warning_count = 28
cap_violations = 0

[cts]
clk_root_buffer_cell = sky130_fd_sc_hd__clkbuf_16
worst_setup_hold_path_clk_slew_ns = 0.06
cts_made_buffers = 30
post_cts_resized = 0
postCtsHoldBufs = 0
post-cts-setup-buffer-count = 0
cts_buffer_depth = 3
cts_htree_levels = 1
tritoncts_clock_tree = built
tritoncts_num_sinks = 313
worst_skew_pair_latency_ns = 0.53

[power_and_ir_drop]
totalPowerFinal_mw = 1.427
power_density_nw_per_um2 = 106.6
power_leakage_nw = 6.399
vdd_ir_drop_max_mv = 0.08733

[floorplan]
chipHeight_um = 149.9
fp_util_pct = 51.53
num_io_pins = 125
core_area_um2 = 21220
placement_rows = 53
die-width_um = 149.9
chip_area_um2 = 22470

[place]
detailed_place_hpwl_mm = 10.82
port_buffers = 124
gp_congestion = 0.7942

[outcome]
outcome = finished clean

where the power goes:
group          switching, mW  internal (mW)  leakage [nW]
Combinational        0.00932        0.00956          1.75
Clock                  0.262          0.378         0.469
Sequential           0.00159          0.767          4.18
Total                  0.272           1.15          6.40
registers in the layout, summed over array words and instances, names as in the netlist:
name          count
last_testclk      1
sync_testclk      3
shiftreg        119
ledCount         27
shiftreg_r      128
porcount          6
flip              1
resetcount       28
layout by cell type, fill, tap and decap left out, types with 9 or more instances in the layout:
cell type                         count
sky130_fd_sc_hd__xor2_1               9
sky130_fd_sc_hd__and3_1              11
sky130_fd_sc_hd__dfrtp_1            278
sky130_fd_sc_hd__xnor2_1             21
sky130_fd_sc_hd__clkdlybuf4s50_1    124
sky130_fd_sc_hd__nand4_1             10
sky130_fd_sc_hd__nor2_1              23
sky130_fd_sc_hd__nand2_1             15
sky130_fd_sc_hd__inv_1                9
sky130_fd_sc_hd__nor2b_1             18
sky130_fd_sc_hd__dfxtp_1             27
sky130_fd_sc_hd__mux2_2             139
sky130_fd_sc_hd__a21oi_1             16
sky130_fd_sc_hd__clkbuf_16           31
sky130_fd_sc_hd__nand3_1             25
sky130_fd_sc_hd__a211oi_1            10
sky130_fd_sc_hd__clkbuf_1            12
through the flow:
stage               cell area (um^2)  setup slack, ns  cells
finish                         13390            10.68   1138
global route                   13390            10.48   1138
CTS                            13390            10.64   1138
detailed placement             12440            11.23   1083
global placement               12440            11.38   1083
floorplan                      10940            6.399    709
final timing paths:
| check | end | slack [ns] | cells past startpoint |
|---|---|---|---|
| min reg2reg | sync_testclk[0] | 0.36 | 0 |
| max reg2reg | shiftreg_r[89] | 13.72 | 5 |
| max in group asynchronous | shiftreg[127] | 14.23 | 5 |
| max | LED[2] | 10.68 | 5 |
| min | sync_testclk[0] | 0.36 | 0 |
| min in group asynchronous | shiftreg[28] | 0.88 | 2 |
cell families after synthesis:
group,count (synthesis)
multiplexers,147
AND/OR/NAND/NOR,135
XOR/XNOR,30
adder cells (fa/ha/maj),3
AND-OR/OR-AND,39
flip-flops,313
buffers and inverters,42
final cells by class:
class,instances,area (um^2),area share [%]
clock inverters,4,20.02,0.1495
repair buffers,131,1306,9.756
well taps,275,344.1,2.570
clock buffers,51,930.9,6.953
inverters,10,42.54,0.3177
multi-input cells,354,3012,22.49
flip-flops and latches,313,7734,57.76
layer usage:
metal  part of all wire [%]  routed length, um
met5                      0                  0
met3                    7.5               1337
met2                     46               8169
met1                     45               7959
met4                    1.7                308
Power is estimated from default activity; no workload was simulated.
